File: ./constraint.sdc
current_design ex_mem

set clk_period 1.0
set clk_io_pct 0.2

create_clock -name clk0 -period $clk_period [get_ports {clk}]

set non_clock_inputs [all_inputs -no_clocks]
set_input_delay [expr $clk_period * $clk_io_pct] -clock clk0 $non_clock_inputs
set_output_delay [expr $clk_period * $clk_io_pct] -clock clk0 [all_outputs]
File: ./run.sh
#!/bin/bash
# OpenROAD 26Q1-2900-gdf79404cd8, Yosys 0.63+post, stock flow scripts
make -C /OpenROAD-flow-scripts/flow DESIGN_CONFIG=/design/flow/config.mk WORK_HOME=/design/flow/orfs finish
File: ./design.v
module ex_mem(clk,s7_idex, dmem_wen_idex, rf_wen_idex, branch2_idex,  
mem2reg_idex,aluout, flag, extended_16_idex, rdata2_idex, rf_waddr, dmem_wen_exmem, 
rf_wen_exmem, branch2_exmem, mem2reg_exmem, aluout_exmem, flag_exmem, 
rdata2_exmem, rf_waddr_exmem, extended_exmem, s7_exmem, branch_target_final_muxout, branch_target_exmem,
nop_lw_idex,nop_sw_idex, nop_lw_exmem, nop_sw_exmem,
pc_added_idex, pc_added_exmem,
jal_idex, jal_exmem
);
  input clk;
  input s7_idex;
  input dmem_wen_idex;
  input rf_wen_idex;
  input mem2reg_idex;
  input branch2_idex;
  input [15:0] aluout;
  input [2:0] flag;
  input [15:0] extended_16_idex;
  input [15:0] rdata2_idex;
  input [3:0] rf_waddr;
  input [15:0] pc_added_idex;
  input jal_idex;
  input nop_lw_idex, nop_sw_idex;
  output nop_lw_exmem, nop_sw_exmem;
  input [15:0] branch_target_final_muxout;
  output [15:0] branch_target_exmem;
  output dmem_wen_exmem;
  output rf_wen_exmem;
  output branch2_exmem;
  output mem2reg_exmem;
  output s7_exmem;
  output [15:0] extended_exmem;
  output [15:0] pc_added_exmem;
  output jal_exmem;
  reg dmem_wen_exmem_temp;
  reg rf_wen_exmem_temp;
  reg branch2_exmem_temp;
  reg mem2reg_exmem_temp;
  reg s7_exmem_temp;
  reg [15:0] extended_exmem_temp;
  reg [15:0] pc_added_temp;
  reg jal_temp; 
  output [15:0] aluout_exmem;
  output [2:0] flag_exmem;
  output [15:0] rdata2_exmem;
  output [3:0] rf_waddr_exmem;
  reg nop_lw_temp, nop_sw_temp;
  reg [15:0] aluout_exmem_temp;
  reg [2:0] flag_exmem_temp;
  reg [15:0] rdata2_exmem_temp;
  reg [3:0] rf_waddr_exmem_temp;
  reg [15:0] branch_target_temp;
    always @ (posedge clk)
        begin
        dmem_wen_exmem_temp <= dmem_wen_idex;
        rf_wen_exmem_temp <= rf_wen_idex;
        branch2_exmem_temp <= branch2_idex;
        mem2reg_exmem_temp <= mem2reg_idex;
        aluout_exmem_temp <=aluout;
        flag_exmem_temp <= flag;
        rdata2_exmem_temp <= rdata2_idex;
        rf_waddr_exmem_temp <= rf_waddr;
        s7_exmem_temp <= s7_idex;
        extended_exmem_temp <= extended_16_idex;
        branch_target_temp<= branch_target_final_muxout;
        nop_lw_temp <= nop_lw_idex;
        nop_sw_temp <= nop_sw_idex;
        pc_added_temp <= pc_added_idex;
        jal_temp <= jal_idex;
        end
     assign dmem_wen_exmem = dmem_wen_exmem_temp;
     assign rf_wen_exmem = rf_wen_exmem_temp;
     assign branch2_exmem = branch2_exmem_temp;
     assign mem2reg_exmem = mem2reg_exmem_temp;
     assign aluout_exmem = aluout_exmem_temp;
     assign flag_exmem = flag_exmem_temp;
     assign rdata2_exmem = rdata2_exmem_temp;
     assign rf_waddr_exmem = rf_waddr_exmem_temp;
     assign s7_exmem = s7_exmem_temp;
     assign extended_exmem = extended_exmem_temp;  
     assign branch_target_exmem = branch_target_temp;
     assign nop_lw_exmem = nop_lw_temp;   
     assign nop_sw_exmem = nop_sw_temp;
     assign pc_added_exmem = pc_added_temp;
     assign jal_exmem = jal_temp; 
endmodule
File: ./config.mk
export PLATFORM = sky130hd
export DESIGN_NAME = ex_mem
export DESIGN_NICKNAME = ex_mem
export VERILOG_FILES = /design/flow/design.v
export SDC_FILE = /design/flow/constraint.sdc
export NUM_CORES = 4
export LEC_CHECK = 1
export CORE_UTILIZATION = 30
==> run summary <==
Clk slew on worst S/H paths: 0.08 ns
Post-Synthesis Cells: 95
I/O Buffers: 190
#FFs+latches synth: 95
Outcome: completed
Critical-path cell list: buf_6
Slew at the pin closest to its max-slew limit: 0.105 ns
CP delay by family, top: flip-flops
WP data arrival: 0.76 ns
Worst path required time: 0.80 ns
Area leader, netlist: dfxtp_1
Ys Warns: 1
# rows: 28
Critical Path Sink Type: output pin
Max frequency: 1040 MHz
Worst slew margin: 93.0%
Hold Startpoint: extended_16_idex[10]
Area Growth Syn to Fin: 91.8%
Max Transition Viols Final: 0
Comb gates: 0
Postcts setup bufs: 0
CTS tree: done
Max-cap violation count: 0
Pre-antenna DRT Iters: 2
Grt ovf: 0
Design Area, Final: 0.00365 mm²
CTS sink count: 95
DR vias: 1,407
Final wirelength: 4.84 mm
DIE WIDTH: 81.6 µm
Most frequent logic cell in the layout: clkdlybuf4s50_1
Overall Global Routing Usage: 14.7%
Count of cell types in the netlist: 1
Worst vdd ir: 1.20 mV
CP Max Fanout: 1
Init Core Util: 31.6%
Via density: 3.75
Slowest cell on crit path: dfxtp_2
Top Ports: 191
Total power: 0.00716 W
WL/cell: 12.9 µm
Fin cells: 375
CTS root buf: clkbuf_8
Post-synth area from yosys stat: 0.00190 mm²
Fillcell total: 523
TritonCTS Buffers: 9
Die area: 0.00666 mm²
Worst Path Class, Setup: flip-flop to output pin
First-pass GRT wire length: 6.75 mm
Antenna Violating Nets Remaining: 0
Lkg Pwr: 1.65 nW
Number of cells after detailed placement: 360
DRC: 0
H-tree Lvls: 3
Post-synth area hogs: dfxtp_1
Largest type area fraction: 100%
Cell count in the Yosys report: 95
Max incr delay on CP: 0.32 ns
Syn_area_per_cell: 20.0 µm²
Tmin final: 0.963 ns
Vias in the first global route: 1,344
Comb area: 0 µm²
Worst min path class: input port to flip-flop
Worst Setup SP: pc_added_temp[1]
Worst path bufs/invs: 1
Synth Seq Share: 100%
Crit path launch type: flip-flop
CTS max path bufs: 2
Mapped Area: 0.00190 mm²
Final Hold Fails: 0
RSZ-0062 raised after global routing: true
Initial antenna violation count: 0
Core area: 0.00603 mm²
Fraction of layout cells with a size suffix above 1: 38.0%
Power Density: 1960 mW/mm²
Final design utilization: 60.5%
Die H: 81.6 µm
N_diodes: 0
Setup TNS: 0 ns
Log Warnings: 27
Final setup viols: 0
Placer Congestion: 0.731
Pin count of the biggest net entering global routing: 15
Placement Cell Area: 0.00390 mm²
Final period util: 96.3%
Most frequent cells in the layout: clkdlybuf4s50_1, buf_2, dfxtp_1
DR iter-0 viols: 31
[layout make-up]
cell class	count	area [µm²]	share of cell area, %
repair buffers	190	1430	39.3
clock inverters	3	67.6	1.85
flip-flops and latches	95	1910	52.3
clock buffers	12	145	3.98
well taps	75	93.8	2.57
[through the flow]
step	setup slack, ns	hold slack (ns)
after floorplan	0.538	0.228
after global placement	-0.00737	0.649
after detailed placement	-0.00123	0.652
after CTS	0.0164	0.262
after global routing	-0.0197	0.254
final	0.0367	0.286
[path summary, 6_finish.rpt]
check	to	cells past startpoint	slack, ns
worst min-delay path	extended_exmem_temp[10]	1	0.29
worst max-delay path	pc_added_exmem[1]	1	0.04
[logic make-up (layout without fill, tap and decap cells)]
kind of cell / Yosys count / after routing / synth area share, %
buffers and inverters: 0 / 205 / 0
flip-flops: 95 / 95 / 100
[synth_stat cells]
cell,instances
dfxtp_1,95
[metal layers]
| layer | vias up | part of all wire, % | wire length (µm) | GRT usage (%) |
|---|---|---|---|---|
| met4 | 0 | 1.3 | 62 | 1.75 |
| met5 | - | 0 | 0 | 0 |
| met1 | 605 | 32 | 1530 | 15.8 |
| li1 | 690 | - | - | - |
| met3 | 5 | 19 | 939 | 10.7 |
| met2 | 107 | 48 | 2300 | 24.1 |
[sequential cells by signal (all words and copies together) (netlist names)]
register and cells:
pc_added_temp 16, branch_target_temp 16, rdata2_exmem_temp 16, mem2reg_exmem_temp 1, branch2_exmem_temp 1, nop_sw_temp 1, jal_temp 1, rf_wen_exmem_temp 1
s7_exmem_temp 1, aluout_exmem_temp 16, rf_waddr_exmem_temp 4, flag_exmem_temp 3, dmem_wen_exmem_temp 1, nop_lw_temp 1, extended_exmem_temp 16
[what timing repair did]
action	CTS	global route
gates resized	299	5
hold buffers	0	0
setup endpoints to repair	95	40
endpoints found under the hold margin	0	0
[power by group]
group | total (W) | switching (W) | internal, W
Combinational | 0.000517 | 0.0000743 | 0.000443
Clock | 0.00262 | 0.00116 | 0.00147
Sequential | 0.00402 | 0.0000385 | 0.00398
Power is estimated from default activity; no workload was simulated.
