===== config.mk =====
export PLATFORM = sky130hd
export DESIGN_NAME = id_ex
export DESIGN_NICKNAME = id_ex
export VERILOG_FILES = /design/flow/design.v
export SDC_FILE = /design/flow/constraint.sdc
export NUM_CORES = 4
export LEC_CHECK = 1
export CORE_AREA = 10 10 169 169
export DIE_AREA = 0 0 179 179

===== constraint.sdc =====
current_design id_ex

set clk_period 1.0
set clk_io_pct 0.2

create_clock -name clk0 -period $clk_period [get_ports {clk}]

set non_clock_inputs [all_inputs -no_clocks]
set_input_delay [expr $clk_period * $clk_io_pct] -clock clk0 $non_clock_inputs
set_output_delay [expr $clk_period * $clk_io_pct] -clock clk0 [all_outputs]

===== design.v =====
module id_ex(
clk, pc_added_IDIF, cond_IDIF, inst_curr_IDIF, 
dmem_wen, rf_wen, alu_op, 
alusrc, rdest1, branch, mem2reg, rdata1, rdata2, 
extended, imm_7_0, s5_idif, s6_idif,s7_idif, inst_curr_IDEX, dmem_wen_idex, rf_wen_idex, 
alu_op_idex, alusrc_idex, rdest_idex, branch_idex, mem2reg_idex, 
rdata1_idex, rdata2_idex, extended_idex, imm_7_0_idex, 
s5_idex, s6_idex , s7_idex, pc_added_IDEX, cond_IDEX,
jal, jal_idex,
imm_12_to_16_idif, imm_12_to_16_idex,
jr,jr_idex,
exec, exec_idex,
lw, lw_idex,
stall
);
  input clk;
  input [15:0] pc_added_IDIF;
  input [3:0] cond_IDIF;
  input dmem_wen;
  input rf_wen;
  input [2:0] alu_op;
  input alusrc;
  input rdest1;
  input branch;
  input mem2reg;
  input [15:0] inst_curr_IDIF;
  input [15:0] rdata1;
  input [15:0] rdata2;
  input [15:0] extended;
  input [7:0] imm_7_0;
  input s5_idif;
  input s6_idif;
  input s7_idif;
  input jal;
  input [15:0] imm_12_to_16_idif;
  input jr;
  input exec;
  input lw;
  input stall;
  output dmem_wen_idex; reg dmem_wen_idex_temp;
  output rf_wen_idex; reg rf_wen_idex_temp;
  output [2:0] alu_op_idex; reg [2:0] alu_op_idex_temp;
  output alusrc_idex; reg alusrc_idex_temp;
  output rdest_idex; reg rdest_idex_temp;
  output branch_idex; reg branch_idex_temp;
  output mem2reg_idex; reg mem2reg_idex_temp;
  output [15:0] inst_curr_IDEX;
  output [15:0] rdata1_idex; 
  output [15:0] rdata2_idex;
  output [15:0] extended_idex;
  output [7:0] imm_7_0_idex;
  output [15:0] pc_added_IDEX; reg [15:0] pc_added_IDEX_temp;
  output [3:0] cond_IDEX;  reg [3:0] cond_IDEX_temp;
  output s5_idex; reg s5_idex_temp;
  output s6_idex; reg s6_idex_temp;
  output s7_idex; reg s7_idex_temp;
  output jal_idex;
  output [15:0] imm_12_to_16_idex;
  output jr_idex;
  output exec_idex;
  output lw_idex;
  reg [15:0] extended_idex_temp;
  reg [7:0] imm_7_0_idex_temp;
  reg [15:0] inst_curr_IDEX_temp;
  reg [15:0] rdata1_idex_temp;
  reg [15:0] rdata2_idex_temp;
  reg jal_temp;
  reg jr_temp;
  reg [15:0] imm_12_to_16_temp;
  reg exec_temp;
  reg lw_temp;
    always @ (posedge clk)
        begin
        if(stall!==1'b1) begin
        dmem_wen_idex_temp <= dmem_wen;
        rf_wen_idex_temp <= rf_wen;
        alu_op_idex_temp <= alu_op;
        alusrc_idex_temp <= alusrc;
        rdest_idex_temp <= rdest1;
        branch_idex_temp <= branch;
        mem2reg_idex_temp <= mem2reg;
        rdata1_idex_temp <= rdata1;
        rdata2_idex_temp <= rdata2;
        extended_idex_temp <= extended;
        imm_7_0_idex_temp <= imm_7_0;
        pc_added_IDEX_temp <= pc_added_IDIF;
        cond_IDEX_temp <= cond_IDIF;
        s5_idex_temp <= s5_idif;
        s6_idex_temp <= s6_idif;
        s7_idex_temp <= s7_idif;
        jal_temp <= jal;
        jr_temp <= jr;
        inst_curr_IDEX_temp <= inst_curr_IDIF;
        imm_12_to_16_temp <= imm_12_to_16_idif;
        exec_temp <= exec;
        lw_temp <= lw;
        end
        end
    assign dmem_wen_idex = dmem_wen_idex_temp;
    assign rf_wen_idex = rf_wen_idex_temp;
    assign alu_op_idex = alu_op_idex_temp;
    assign alusrc_idex = alusrc_idex_temp;
    assign rdest_idex = rdest_idex_temp;
    assign branch_idex = branch_idex_temp;
    assign mem2reg_idex = mem2reg_idex_temp;
    assign rdata1_idex = rdata1_idex_temp;
    assign rdata2_idex = rdata2_idex_temp;
    assign extended_idex = extended_idex_temp;
    assign imm_7_0_idex = imm_7_0_idex_temp;
    assign s5_idex = s5_idex_temp;
    assign s6_idex = s6_idex_temp;
    assign s7_idex = s7_idex_temp;
    assign inst_curr_IDEX = inst_curr_IDEX_temp;
    assign pc_added_IDEX = pc_added_IDEX_temp;
    assign cond_IDEX = cond_IDEX_temp; 
    assign jal_idex = jal_temp;
    assign jr_idex = jr_temp;
    assign imm_12_to_16_idex = imm_12_to_16_temp;
    assign exec_idex = exec_temp;
    assign lw_idex = lw_temp;
endmodule

===== run.sh =====
#!/bin/bash
# OpenROAD 26Q1-2900-gdf79404cd8, Yosys 0.63+post, stock flow scripts
make -C /OpenROAD-flow-scripts/flow DESIGN_CONFIG=/design/flow/config.mk WORK_HOME=/design/flow/orfs finish

==> metrics.yaml <==
area.combinational_um2: 0
grt_setup_unrepaired: "true"
detailed_place_hpwl_um: 8390
die_w_um: 179
yosys.area.top_type: "sky130_fd_sc_hd__edfxtp_1"
holdPathEnd: "imm_12_to_16_temp[7]"
fin_total_pwr_mw: 13.4
final_layout_size_suffix_gt1_share_pct: 38.9
detailedRoute.firstPassIterationCount: 4
finalHoldViolCount: 0
clock_path_buffers: 2
h-tree-depth: 4
violations: "negative setup slack"
syn_area_per_cell_um2: 29.8
tritoncts.num_buffers: 17
io-pin-count: 250
drt_wl_total_um: 11100
floorplan.rows: 58
cell_family_contributing_the_most_delay_on_the_critical_path: "flip-flops"
gate_count_of_the_mapped_netlist: 125
count_of_warnings_emitted_by_yosys: 1
register_bit_total_from_synthesis: 124
setup_total_negative_slack_ps: -9470
final.min_clock_period_ps: 1130
timing.final.crit_share_pct: 113
grt_first_pass_wirelength_um: 15800
routed_via_density: 3.11
timing.critical_path.required_ps: 800
ant_nets: 0
max_cap_violations: 0
power.density_nw_per_um2: 1990
fin_ws_ps: -134
min_path_cells: 1
drt_drc_violations_left: 0
n_multi_input_combinational_cell: 0
arrival_ps: 930
slowest_delay_ps: 400
worst-path-stages: 1
critical_path_peak_fanout: 1
leakagePower_nw: 2.54
global_route.usage.total_pct: 6.73
timing.fmax_mhz: 882
clkTransAtPathRegs_ps: 60
grt_start_max_net_pins: 59
die_h_um: 179
min_path_type: "in2reg"
final_core_util_pct: 26.9
diodes: 0
tritoncts: "done"
placeableCoreArea_um2: 25000
report.final.slew_viol_count: 0
setup-violations-final: 124
cp_cell_sequence: "buf_2"
io_buffer_count: 249
yosysSeqAreaShare_pct: 99.9
ctsHoldBuffers: 0
hold_path.startpoint: "imm_12_to_16_idif[7]"
status: "finished, violations left"
critical_path.n_buffers_inverters: 1
layout-area-overhead-vs-synth_pct: 81.0
worst_pin_slew_ps: 327
critical-path-slowest-cell: "sky130_fd_sc_hd__edfxtp_1"
warning_count: 28
ys_area_um2: 3730
start_kind: "flop"
slew_headroom_pct: 78.2
drt_iter0_drc: 88
yosys_cells: 125
vias: 2301
final_layout_top_logic_cells: "sky130_fd_sc_hd__edfxtp_1, sky130_fd_sc_hd__clkdlybuf4s50_1, sky130_fd_sc_hd__buf_2"
setup.worst_path.class: "reg2out"
grt_antenna_before_repair: 3
effective_utilization_at_floorplan_pct: 14.9
yosys-top-cells-area: "sky130_fd_sc_hd__edfxtp_1, sky130_fd_sc_hd__inv_1"
routabilityCongestion: 0.813
drt-wirelength-per-cell_um: 15.0
vdd_ir_drop_max_uv: 883
mappedNetlistArea_um2: 3730
root_buffer_master: "sky130_fd_sc_hd__clkbuf_16"
grt_overflow: 0
critical_path.endpoint_type: "output port"
post-synth-top-area-fraction_pct: 99.9
nFillCells: 2573
yosysUniqueCellTypes: 2
vias_in_the_first_global_route: 2521
sinks_on_clock_net: 124
chip_area_um2: 32000
==> routing by layer <==
metal,global-route usage [%],share of wire [%]
met5,0,0.36
met4,0.896,1.1
met3,6.33,22
met2,9.16,41
met1,7.84,36
==> synth_stat cells (all sizes together) <==
master  number
edfxtp     124
inv          1
==> sequential cells by signal, summed over array words and instances, names as in the netlist, 3 cells and up <==
| name | count |
|---|---|
| rdata1_idex_temp | 16 |
| pc_added_IDEX_temp | 16 |
| inst_curr_IDEX_temp | 16 |
| alu_op_idex_temp | 3 |
| imm_12_to_16_temp | 16 |
| rdata2_idex_temp | 16 |
| cond_IDEX_temp | 4 |
| imm_7_0_idex_temp | 8 |
| extended_idex_temp | 16 |
==> worst max-delay path by stage <==
stage,startpoint,end,slack [ps]
4_1_cts,extended_idex_temp[0],extended_idex[0],-190
6_report,extended_idex_temp[0],extended_idex[0],-130
5_1_grt,imm_12_to_16_temp[2],imm_12_to_16_idex[2],-190
==> cells by family (layout without fill, tap and decap cells) <==
logic type	count (synthesis)	after routing	share of synthesized area [%]
flops	124	124	99.9
buf+inv	1	287	0.101
==> power breakdown <==
group | total [mW] | switching [mW] | internal, mW
Sequential | 6.26 | 0.0836 | 6.18
Combinational | 0.985 | 0.266 | 0.719
Clock | 6.20 | 2.29 | 3.91
Total | 13.4 | 2.64 | 10.8
==> through the flow <==
stage / cell area [µm²] / instances / setup slack, ps / hold WS [ps]
after global routing: 6750 / 741 / -187 / 313
after detailed placement: 6680 / 706 / -484 / 758
after floorplan: 3730 / 125 / -1370 / 299
after global placement: 6680 / 706 / -479 / 755
after CTS: 6750 / 741 / -190 / 316
final: 6750 / 741 / -134 / 346
==> layout make-up <==
| cell class | instances | area (µm²) | area share, % |
|---|---|---|---|
| clock inverter | 15 | 173 | 2.56 |
| clock buffer | 17 | 425 | 6.31 |
| inverter | 1 | 7.51 | 0.111 |
| tap | 330 | 413 | 6.12 |
| sequential | 124 | 3720 | 55.2 |
| timing repair buffer | 254 | 2000 | 29.7 |
==> repair_timing <==
action | CTS | global route
setup buffers | 1 | 0
gates cloned | 2 | 0
setup endpoints to repair | 226 | 124
resized | 398 | 0
Power figures rest on the tool's default switching activity, not on a simulated workload.
