[flow/design.v]
`timescale 1ns / 1ps
module regfile (
	clk,
	rst,
	wen,
	raddr1, 
	raddr2, 
	waddr, 
	wdata, 
  	rdata1,
	rdata2
	);
        parameter DSIZE=16;
        parameter NREG=16;
        localparam RSIZE=4;
  	input clk;
	input rst;
	input wen;
	input [RSIZE-1:0] raddr1;
	input [RSIZE-1:0] raddr2; 
	input [RSIZE-1:0] waddr;
	input [DSIZE-1:0] wdata;
 	output [DSIZE-1:0] rdata1;
	output [DSIZE-1:0] rdata2;
	reg [DSIZE-1:0] regdata [0:NREG-1];
	reg wen_temp;
	always@(posedge clk)
		begin
			if(rst)
				begin
					regdata[0] <=0;
                                        regdata[1] <=0;
                                        regdata[2] <=0;
                                        regdata[3] <=0;
                                        regdata[4] <=0;
                                        regdata[5] <=0;
                                        regdata[6] <=0;
                                        regdata[7] <=0;
                                        regdata[8] <=0;
                                        regdata[9] <=0;
                                        regdata[10] <=0;
                                        regdata[11] <=0;
                                        regdata[12] <=0;
                                        regdata[13] <=0;
                                        regdata[14] <=0;
                                        regdata[15] <=0;
				end
			else
				regdata[waddr] <= ((wen == 1) && (waddr != 0)) ? wdata : regdata[waddr];
		end
  assign rdata1 = ((wen===1) && (waddr == raddr1) && (waddr != 0))? wdata : regdata[raddr1];
  assign rdata2 = ((wen===1) && (waddr == raddr2) && (waddr != 0)) ? wdata : regdata[raddr2];
endmodule 
[flow/run.sh]
#!/bin/bash
# OpenROAD 26Q1-2900-gdf79404cd8, Yosys 0.63+post, stock flow scripts
make -C /OpenROAD-flow-scripts/flow DESIGN_CONFIG=/design/flow/config.mk WORK_HOME=/design/flow/orfs finish
[flow/config.mk]
export PLATFORM = sky130hd
export DESIGN_NAME = regfile
export DESIGN_NICKNAME = regfile
export VERILOG_FILES = /design/flow/design.v
export SDC_FILE = /design/flow/constraint.sdc
export NUM_CORES = 4
export LEC_CHECK = 1
export CORE_UTILIZATION = 40
[flow/constraint.sdc]
current_design regfile

set clk_period 6.9
set clk_io_pct 0.2

create_clock -name clk0 -period $clk_period [get_ports {clk}]

set non_clock_inputs [all_inputs -no_clocks]
set_input_delay [expr $clk_period * $clk_io_pct] -clock clk0 $non_clock_inputs
set_output_delay [expr $clk_period * $clk_io_pct] -clock clk0 [all_outputs]
==> commit_impl_results.txt <==
Add synthesis and place-and-route results

- The flow ran to the end, and the final reports show no timing, DRC or antenna violations.
* Number of synthesized register bits: 256
* CTS tree: built
* Global-route usage over all layers: 24.2%
- Cells after Synth: 884
* Wire length the detailed router placed on met1: 13300 um
- Endpoints failing hold: 0
- Area post-placement: 0.0152 mm^2
- Via count of the first global-routing pass: 8716
* Biggest area contributors in the synthesized netlist: sky130_fd_sc_hd__edfxtp_1, sky130_fd_sc_hd__mux4_2, sky130_fd_sc_hd__and2_1
* Number of gates resized after cts: 0
* # rows: 68
- Entering global routing, the biggest net connects 47 pins.
- The post-route utilization of the core is recorded as 46.5%.
- In this run the cell area of the synthesized design comes to 0.0141 mm^2.
- The most critical min-delay path falls under input port to register.
- Main synth FF type: sky130_fd_sc_hd__edfxtp_1
- The completed layout was analyzed and its total power is 3830 uW.
* Number of clock buffers inserted by TritonCTS: 28
* Final worst path period need: 5.36 ns
- Routed met2 length: 19500 um
* Final setup violation count: 0
- The routed design uses 4740 um of met3 wire.
* Number of distinct standard cells referenced by the synthesized netlist: 22
* Count of hold-fix buffers inserted at cts: 0
- Routability-driven placement finished with a final weighted congestion of 0.836.
- In the finished design, the share of the clock period the worst path needs comes to 77.7%.
* Clk pin slew, worst setup/hold paths: 0.07 ns
* Launch point of the worst path: raddr1[0]
* Wire length of the first global-routing pass: 57000 um
* Top achievable clock speed: 186 MHz
- Leading registers by flop count: regdata x256
- Port buffer count: 62
- The script parses the final routing iteration and logs DRC violations as 0.
* Count of library flops with an enable pin: 256
- Number of violations of the max-capacitance limit: 0
- Nature of the critical path startpoint: input port
- Non-Filler Instances: 1419
* Final TNS setup: 0 ns
- Drt pass-1 iters: 4
* Share of layout cells above drive strength 1: 26.7%
- In the post-route report, total wirelength is listed as 38500 um.
* Number of clock sinks: 256
- Once placement completed, the tool counted placed cells totaling 1366.
- Leak Pwr: 0.00567 uW
- Worst vdd rail ir drop: 0.153 mV
- Summed over its instances, the top area cell type makes up 54.4% of the synthesized netlist area.
- Measured slew at the worst slew-check pin: 0.747 ns
- RSZ-0062 raised after global routing: no
- Buffers added to address setup during post-CTS repair amount to 0.
- For this run, the register share of the synthesized area comes to 54.4%.
* Vias after detailed routing: 7891
- After detailed routing, the number of vias per cell comes to 5.56.
- Final Max-Slew Violation Tally: 0
- Library cell used as clock root buffer: sky130_fd_sc_hd__clkbuf_16
- Synth area leader: sky130_fd_sc_hd__edfxtp_1
- Antenna Nets Post-Route: 0
* Data required time at the worst endpoint: 5.52 ns
* CP endpoint kind: output port
- Signal routing reaches up to met4.
* Average wire per standard cell: 27.2 um
* Remaining Overflow, GRT: 0
* Power per cell area: 238 mW/mm^2
- According to the I/O placement log, the pin count is 63.
- According to the timing report, the arrival time at the worst endpoint equals 3.98 ns.
- Area growth from synthesis to layout: 13.8%
* Largest buffer count on any clock path: 3
- For this block, the initial DRC count from the detailed router was 402.
- By count the netlist is led by sky130_fd_sc_hd__edfxtp_1, sky130_fd_sc_hd__and2_1, sky130_fd_sc_hd__mux4_2, sky130_fd_sc_hd__mux2i_1, sky130_fd_sc_hd__clkbuf_1.
- Source of the worst hold timing path: rst
- For this run the top cell type by instance count after synthesis was sky130_fd_sc_hd__edfxtp_1.
- Number of antenna violations at the first check in global routing: 1
* Core utilization before placement: 40.8%
- Of all flip-flops after synthesis, the portion carrying an async set or reset was 0%.
* Maximum level of the CTS H-tree: 1
- More flip-flops sit in one register than any other, and that register is regdata.
- Area figure in the yosys stat output: 0.0141 mm^2
- In this run the vertical extent of the chip is 190 um.
* Sum of net half-perimeters after detailed placement: 22100 um
- Worst rel slew slack: 50.2%
* Post-route standard cell area excluding fillers: 0.0161 mm^2
- Area of the chip: 0.0361 mm^2
* Total of warnings raised by yosys: 1
* Placeable core region: 0.0346 mm^2
- Max reg flops: 256
- Synth Area per Inst: 16.0 um^2
- Measured along the x axis, the die boundary spans 190 um.
- Maximum fanout along the worst path: 33
* Number of warnings in the stage logs: 25
- Total cells reported by yosys after synthesis: 884
- Looking at the setup timing report, the critical path kind is input port to output port.
[critical path, cell delays in order]
cell and delay, ns:
sky130_fd_sc_hd__buf_4 0.54, sky130_fd_sc_hd__buf_4 0.48, sky130_fd_sc_hd__mux4_2 0.55, sky130_fd_sc_hd__mux2i_1 0.19, sky130_fd_sc_hd__mux2i_1 0.10, sky130_fd_sc_hd__mux2_2 0.27, sky130_fd_sc_hd__clkdlybuf4s50_1 0.40
[path summary, 6_finish.rpt]
check	to	slack, ns	cells past startpoint
worst max-delay path	rdata1[1]	1.54	7
worst min-delay path	regdata[0][3]$_SDFFCE_PN0P_	1.74	2
[metrics by stage]
stage | setup WS, ns | hold WS, ns
after global routing | 1.35 | 1.75
final | 1.54 | 1.74
after floorplan | 2.83 | 1.58
after global placement | 1.45 | 2.32
after CTS | 1.47 | 1.75
after detailed placement | 1.46 | 2.33
[per-layer routing]
| metal | global-route usage (%) | up-vias |
|---|---|---|
| met5 | 0 | - |
| met4 | 5.09 | 0 |
| met3 | 12.8 | 65 |
| met2 | 38.7 | 438 |
| met1 | 30.4 | 3892 |
| li1 | - | 3496 |
[cell usage in the layout (no fill, tap or decap)]
| master | instances |
|---|---|
| sky130_fd_sc_hd__nor2b_1 | 1 |
| sky130_fd_sc_hd__mux2i_1 | 96 |
| sky130_fd_sc_hd__nand2_1 | 2 |
| sky130_fd_sc_hd__clkinvlp_4 | 3 |
| sky130_fd_sc_hd__and2_1 | 240 |
| sky130_fd_sc_hd__nor2_1 | 13 |
| sky130_fd_sc_hd__clkbuf_1 | 4 |
| sky130_fd_sc_hd__nor2_2 | 2 |
| sky130_fd_sc_hd__clkbuf_16 | 28 |
| sky130_fd_sc_hd__clkdlybuf4s50_1 | 56 |
| sky130_fd_sc_hd__conb_1 | 16 |
| sky130_fd_sc_hd__mux4_2 | 128 |
| sky130_fd_sc_hd__clkinv_2 | 5 |
| sky130_fd_sc_hd__buf_2 | 4 |
| sky130_fd_sc_hd__diode_2 | 1 |
| sky130_fd_sc_hd__nor3_2 | 3 |
| sky130_fd_sc_hd__clkinv_1 | 7 |
| sky130_fd_sc_hd__or2_2 | 15 |
| sky130_fd_sc_hd__nand3_1 | 1 |
| sky130_fd_sc_hd__mux2_2 | 32 |
| sky130_fd_sc_hd__edfxtp_1 | 256 |
| sky130_fd_sc_hd__clkinv_8 | 1 |
| sky130_fd_sc_hd__xnor2_1 | 8 |
| sky130_fd_sc_hd__nand2b_1 | 2 |
| sky130_fd_sc_hd__o41ai_2 | 1 |
| sky130_fd_sc_hd__nand4_1 | 2 |
| sky130_fd_sc_hd__bufinv_16 | 3 |
| sky130_fd_sc_hd__buf_12 | 2 |
| sky130_fd_sc_hd__buf_4 | 29 |
| sky130_fd_sc_hd__nand3b_1 | 2 |
| sky130_fd_sc_hd__clkinv_4 | 1 |
[where the power goes]
part	switching (uW)	internal, uW	total, uW
registers	41.1	1800	1850
logic	238	273	510
clock network	622	856	1480
[area by class of cell]
type / count / area [um^2]
fillers: 2888 / 18500
flip-flops and latches: 256 / 7690
multi-input cells: 564 / 6100
repair buffers: 91 / 838
clock buffers: 32 / 716
well taps: 455 / 569
clock inverters: 20 / 189
diodes: 1 / 2.50
[logic make-up after synthesis]
| group | after synthesis | share of synthesized area [%] |
|---|---|---|
| AOI/OAI and AO/OA | 1 | 0.115 |
| DFF | 256 | 54.4 |
| buffers and inverters | 79 | 2.95 |
| muxes | 256 | 29.7 |
| other | 1 | 0.0265 |
| xor gates and xnor gates | 8 | 0.495 |
| and+or+nand+nor | 283 | 12.3 |
Power figures rest on the tool's default switching activity, not on a simulated workload.
